### ./config.mk
export PLATFORM = sky130hd
export DESIGN_NAME = Forward
export DESIGN_NICKNAME = Forward
export VERILOG_FILES = /design/flow/design.v
export SDC_FILE = /design/flow/constraint.sdc
export NUM_CORES = 4
export LEC_CHECK = 1
export CORE_AREA = 10 10 70 70
export DIE_AREA = 0 0 80 80
### ./constraint.sdc
current_design Forward

set clk_period 3.2
set clk_io_pct 0.2

create_clock -name clk0 -period $clk_period [get_ports {CLOCK}]

set non_clock_inputs [all_inputs -no_clocks]
set_input_delay [expr $clk_period * $clk_io_pct] -clock clk0 $non_clock_inputs
set_output_delay [expr $clk_period * $clk_io_pct] -clock clk0 [all_outputs]
### ./design.v
module Forward(
		input [31:0] Instruction_IN,
		input [4:0]  EXMEM_RegD,
		input [4:0]  MEMWB_RegD,
		input 			 MEMWB_WriteEnable,
		input        CLOCK,
		output [31:0] Forward_A,
		output [31:0] Forward_B
);
wire [4:0]     	RegisterRS;
wire [4:0]      RegisterRT;
wire [4:0]		EXMEM_Rd;
wire [4:0]		MEMWB_Rd;
assign 	RegisterRS 	= Instruction_IN[25:21];
assign 	RegisterRT 	= Instruction_IN[20:16];
assign  EXMEM_Rd    = EXMEM_RegD;
assign  MEMWB_Rd    = MEMWB_RegD;
always @(posedge CLOCK) begin
	if(EXMEM_Rd == RegisterRS)begin
		Forward_A = 2'b10;
	end
	else if(EXMEM_Rd == RegisterRT)begin
		Forward_B = 2'b10;
	end
	else if(MEMWB_Rd == RegisterRS)begin
		Forward_A = 2'b01;
	end
	else if(MEMWB_Rd == RegisterRT)begin
		Forward_B = 2'b01;
	end
	else begin
		Forward_A = 2'b00;
		Forward_B = 2'b00;
	end
end
endmodule
### ./run.sh
#!/bin/bash
# OpenROAD 26Q1-2900-gdf79404cd8, Yosys 0.63+post, stock flow scripts
make -C /OpenROAD-flow-scripts/flow DESIGN_CONFIG=/design/flow/config.mk WORK_HOME=/design/flow/orfs finish
==> notes.md <==
run results: final wirelength 1920 microns, final worst path period share 64.5%, Synth-to-Final Area Change 11.5%, Port Buf Inserts 24, Synth Area per Inst 8.19 sq um, worst hold start Forward_A[1]$_SDFFE_PN1P_, Pwr Total 0.000199 W, number of global-route vias before repair 627, DRC Markers 0, R2R Path End Forward_A[1]$_SDFFE_PN1P_, clock root cell clkbuf_4, final hold violations 0, postcts setup bufs 0, R2R Setup Slk 2.58 ns, Min-Delay Path Depth 2, CP Capture Type register, Critical Path Source Type primary input, slowest stage cell, crit path clkdlybuf4s50_1, sequential area share after synthesis 12.1%, CTS tree yes, Die Y 80 microns, CP peak stage delay 0.51 ns, hold path endpoint Forward_A[1]$_SDFFE_PN1P_, Late-Pin Clk Latency 0.23 ns, Post-synth ARST share 0%, path depth of the worst reg2reg path 2, Arr. time, crit path 2.01 ns, Post-synth regs 4, final setup violation count 0, Core Util at FP 24.2%, clock buffer depth 2, Worst Slack Setup Final 1.14 ns, main area contributors buf_4 (54%), xnor2_1 (13%), xor2_1 (8.5%), fmax 0.485 GHz, mapped cell area 827 sq um, P_leak 0.429 nW, Site Rows 21, CTS resizes 0, count of hold-fix buffers inserted at cts 0, fin crit period 2.06 ns, clock-pin slew on the worst setup and hold paths 0.04 ns, Cell Type Count 16, dominant register cell edfxtp_1, I/O Pins 108, initial antenna violation count 0, via count 503, Clock Skew 0 ns, Power Density 215 nW/um^2, most frequent cell after synthesis buf_4, Yosys top cell area share 54.5%, VDD IR-drop max 58.5 uV, Hold Path Class reg2reg, max-cap violations 0, fraction of layout cells with a size suffix above 1 3.13%, Clock Sinks 4, CP required 3.15 ns, core region area 3420 sq um, top cells by count buf_4 (60), xnor2_1 (12), xor2_1 (8), nand3_1 (4), nor3_1 (3), via density per instance 2.89, Filler Cells Inserted 383, Yosys Instances 101, GRT Resource Usage Total 5.17%, routed length per placed instance 11.1 microns, routability cong. 0.815, post-synthesis cell count 101, ANT cells 0, area reported by Yosys stat 827 sq um, ANT nets after route 0, leading area contributor after synthesis buf_4, Critical R2R Launch Forward_A[1]$_SDFFE_PN1P_, tool warnings 48, Final TNS setup 0 ns, DRT iter0 DRCs 4, DIE AREA 6400 sq um, DP HPWL 1770 microns, Synth warnings 7, Post-Place Worst Slack 0.871 ns, status finished clean, iteration tally of the first detailed-router pass 3, WS Path Type in2reg, crit-path max FO 5, pin count of the biggest net entering global routing 6, H-tree depth 1, Final Max Tran Viols 0, CP cell instances clkdlybuf4s50_1 -> xnor2_1 -> nand3_1 -> nor3_4 -> nand2b_1 -> and2b_1, first-pass GRT wire length 2760 microns, unrepaired setup endpoints after global routing no, CTS Buf Count 3, Die X 80 microns, EDFF count, synth 2, GR Overflow Total 0
## stage by stage
step	instance area [sq um]	utilization (%)	cells	hold slack, ns
2_1_floorplan	1050	-	160	0.437
3_5_place_dp	896	26.2	170	0.484
3_3_place_gp	896	26.2	170	0.485
5_1_grt	922	27.0	174	0.525
6_report	922	27.0	174	0.499
4_1_cts	922	27.0	174	0.502
## final cells by class
cell class / count / area, sq um / area share (%)
clock buffer: 4 / 26.3 / 2.85
multi-input combinational: 96 / 498 / 54.0
sequential: 4 / 100 / 10.9
tap: 46 / 57.6 / 6.24
timing repair buffer: 24 / 240 / 26.1
## how the worst max path moves through the flow
stage,cells past startpoint,slack (ns),startpoint,endpoint
global route,6,1.07,Instruction_IN[19],Forward_B[0]$_SDFFCE_PN0P_
CTS,6,1.12,EXMEM_RegD[3],Forward_B[0]$_SDFFCE_PN0P_
finish,6,1.14,EXMEM_RegD[3],Forward_B[1]$_SDFFCE_PN1P_
## registers in the layout, indices dropped and copies added, names as in the netlist
signal	cells
Forward_A	2
Forward_B	2
## cells by family after synthesis
| group | count (synthesis) | share of synthesized area (%) |
|---|---|---|
| other | 1 | 0.453 |
| DFF | 4 | 12.1 |
| buffers and inverters | 60 | 54.5 |
| and+or+nand+nor | 13 | 9.99 |
| xor gates and xnor gates | 20 | 21.2 |
| AOI/OAI and AO/OA | 3 | 1.81 |
## worst max-delay path: cells and delay by family
kind / cells / cell delay [ns]
XOR/XNOR: 1 / 0.15
buffers and inverters: 1 / 0.51
AND/OR/NAND/NOR: 4 / 0.71
## power breakdown
part           internal (W)  total (W)  switching (W)
Combinational     0.0000438  0.0000728      0.0000290
Clock             0.0000468  0.0000672      0.0000204
Sequential        0.0000576  0.0000587     0.00000110
Total              0.000148   0.000199      0.0000505
## placed cells by master, fill, tap and decap left out, drive strengths merged
master	netlist	layout
a21oi	2	2
nor3	4	4
edfxtp	2	2
o21ai	1	1
conb	1	60
and2b	1	1
nand3	4	4
xnor2	12	12
clkdlybuf4s50	0	24
clkbuf	0	4
nand3b	1	1
nand2b	1	1
nand2	1	1
xor2	8	8
nor2b	1	1
dfxtp	2	2
## per-layer routing
metal	global-route usage, %	share of wire [%]	vias to the layer above
met5	0	0	-
met4	0.880	0.36	0
met3	1.48	9.6	2
met2	9.39	51	42
met1	5.88	39	210
li1	-	-	249
Power figures rest on the tool's default switching activity, not on a simulated workload.
